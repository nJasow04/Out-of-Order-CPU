### run.sh
#!/bin/bash
# OpenROAD 26Q1-2900-gdf79404cd8, Yosys 0.63+post, stock flow scripts
make -C /OpenROAD-flow-scripts/flow DESIGN_CONFIG=/design/flow/config.mk WORK_HOME=/design/flow/orfs finish
### config.mk
export PLATFORM = sky130hd
export DESIGN_NAME = reorder_buffer
export DESIGN_NICKNAME = reorder_buffer
export VERILOG_FILES = /design/flow/design.v
export SDC_FILE = /design/flow/constraint.sdc
export NUM_CORES = 4
export LEC_CHECK = 1
export CORE_UTILIZATION = 30
### constraint.sdc
current_design reorder_buffer

set clk_period 56.4
set clk_io_pct 0.2

create_clock -name clk0 -period $clk_period [get_ports {clk}]

set non_clock_inputs [all_inputs -no_clocks]
set_input_delay [expr $clk_period * $clk_io_pct] -clock clk0 $non_clock_inputs
set_output_delay [expr $clk_period * $clk_io_pct] -clock clk0 [all_outputs]
### design.v
module reorder_buffer(
    input clk,
    input reset_n,
    input alloc_valid,
    input [31:0] alloc_instr_addr,
    input [5:0] alloc_dest,
    input [5:0] alloc_oldDest,
    input [4:0] alloc_archDest,
    output wire alloc_ready,  
    output reg [5:0] rob_entry_num,
    input writeback_valid1,
    input writeback_valid2,
    input writeback_valid3,
    input writeback_valid4,
    input [5:0] writeback_idx1,  
    input [31:0] writeback_value1,  
    input [5:0] writeback_idx2,  
    input [31:0] writeback_value2,
    input [5:0] writeback_idx3,  
    input [31:0] writeback_value3,
    input [5:0] writeback_idx4,  
    input [31:0] writeback_value4,
    input [5:0] phys_rs1,
    input [5:0] phys_rs2,
    output reg forward_rs1_valid,
    output reg forward_rs2_valid,
    output reg [31:0] rob_forward_data_rs1,
    output reg [31:0] rob_forward_data_rs2,
    output reg commit_valid_1,  
    output reg commit_valid_2,
    output reg [5:0] commit_dest_1,
    output reg [5:0] free_oldDest_1,
    output reg [31:0] commit_value_1,  
    output reg [4:0] commit_archDest_1,
    output reg [5:0] commit_dest_2,
    output reg [5:0] free_oldDest_2,
    output reg [31:0] commit_value_2,
    output reg [4:0] commit_archDest_2,
    input commit_ready
);
    reg rob_valid[63:0];          
    reg [5:0] rob_dest[63:0];     
    reg [5:0] rob_oldDest[63:0];  
    reg[4:0] rob_archDest[63:0];
    reg [31:0] rob_instr_addr[63:0];  
    reg rob_result_ready[63:0];   
    reg [31:0] rob_value[63:0];   
    reg [5:0] head, tail;
    reg prev_alloc_valid;
    reg prev_commit_ready;
    reg new_head;
    integer i;
    assign alloc_ready = !((tail + 1) % 64 == head);
    always @(*) begin
        commit_valid_1 = 0;  
        commit_valid_2=0;
        commit_dest_1 = 6'b111111;
        free_oldDest_1 = 6'b111111;
        commit_archDest_1=5'b11111;
        commit_archDest_2=5'b11111;
        commit_value_1 = 32'b0;
        commit_dest_2 = 6'b111111;
        free_oldDest_2 = 6'b111111;
        commit_value_2 = 32'b0;
        rob_entry_num = tail;
        forward_rs1_valid = 0;
        forward_rs2_valid = 0;
        rob_forward_data_rs1 = 32'b0;
        rob_forward_data_rs2 = 32'b0;
        for(i = 0; i < 64;i = i + 1) begin
            if(forward_rs1_valid==1'b0 && rob_dest[i] == phys_rs1 &&rob_valid[i] && rob_result_ready[i]) begin
                forward_rs1_valid = 1'b1;
                rob_forward_data_rs1 = rob_value[i];
            end
            if(forward_rs2_valid==1'b0 && rob_dest[i] == phys_rs2 &&rob_valid[i] && rob_result_ready[i]) begin
                forward_rs2_valid = 1'b1;
                rob_forward_data_rs2 = rob_value[i];
            end
        end
        if (commit_ready && rob_valid[head] && rob_result_ready[head]) begin
            commit_valid_1 = 1;
            commit_dest_1 = rob_dest[head];
            free_oldDest_1 = rob_oldDest[head];
            commit_value_1 = rob_value[head];
            commit_archDest_1 = rob_archDest[head];
            if (rob_valid[(head + 1) % 64] && rob_result_ready[(head + 1) % 64]) begin
                commit_valid_2 = 1;
                commit_dest_2 = rob_dest[(head + 1) % 64];
                free_oldDest_2 = rob_oldDest[(head + 1) % 64];
                commit_value_2 = rob_value[(head + 1) % 64];
                commit_archDest_2 = rob_archDest[(head + 1) % 64];
            end
        end
    end
    always @(posedge clk or negedge reset_n) begin
        if (!reset_n) begin
            for (i = 0; i < 64; i = i + 1) begin
                rob_valid[i] <= 0;
                rob_result_ready[i] <= 0;
                rob_oldDest[i] <= 6'b0;
                rob_archDest[i] <= 6'b0;
                rob_instr_addr[i] <= 32'b0;
            end
            head <= 0;
            tail <= 0;
        end else begin
				prev_alloc_valid <= alloc_valid;
				prev_commit_ready <= commit_ready;
            if (prev_alloc_valid && alloc_ready) begin
                rob_valid[tail] <= 1;
                rob_instr_addr[tail] <= alloc_instr_addr;
                rob_dest[tail] <= alloc_dest;
                rob_archDest[tail] <= alloc_archDest;
                rob_oldDest[tail] <= alloc_oldDest;
                rob_result_ready[tail] <= 0;
                tail <= (tail + 1) % 64;
            end
            if (writeback_valid1) begin           
                if (rob_valid[writeback_idx1] ) begin
                    rob_result_ready[writeback_idx1] <= 1;
                    rob_value[writeback_idx1] <= writeback_value1;
                end
				end
				if (writeback_valid2) begin           
                    if (rob_valid[writeback_idx2] ) begin
                        rob_result_ready[writeback_idx2] <= 1;
                        rob_value[writeback_idx2] <= writeback_value2;
                    end
				end
				if (writeback_valid3) begin           
                    if (rob_valid[writeback_idx3] ) begin
                        rob_result_ready[writeback_idx3] <= 1;
                        rob_value[writeback_idx3] <= writeback_value3;
                    end
				end
				if (writeback_valid4) begin           
                    if (rob_valid[writeback_idx4] ) begin
                        rob_result_ready[writeback_idx4] <= 1;
                        rob_value[writeback_idx4] <= writeback_value4;
                    end
				end
            if (prev_commit_ready && rob_valid[head] && rob_result_ready[head]) begin
                rob_valid[head] <= 0;
                if (rob_valid[(head + 1) % 64] && rob_result_ready[(head + 1) % 64]) begin
                    rob_valid[(head + 1) % 64] <= 0;
                    head <= (((head + 1) % 64) + 1) % 64;
                end
                else begin
                    head <= (head + 1) % 64;
                end
            end
        end
    end
endmodule
==> impl_metrics.py <==
# Auto-generated metrics
metrics = {
    "status": {
        "flow.stopped_at": "5_1_grt",
        "stop_error": "[ERROR GRT-0116] Global routing finished with congestion. Check the congestion regions in the DRC Viewer.",
        "status": "stopped before the end",
    },
    "synth": {
        "synth.cell_area_sq_um": 270000,
        "async_flop_share": 0.257,
        "edf_count": 2434,
        "yosysWarnings": 8,
        "ys.flops": 3278,
        "ff_type": "edfxtp_1",
        "synthCells": 32900,
        "avgSynthCellArea_sq_um": 8.20,
        "ys_cells": 32900,
        "yosys_area_sq_um": 270000,
        "synth_cell_type_count": 114,
        "ys_seq_share": 0.349,
    },
    "place": {
        "routabilityCongestion": 2.02,
        "place_ws_ns": 25.74,
        "port_buffers": 361,
        "hpwl_microns": 1840000,
    },
    "cts": {
        "post-cts-setup-buffers": 0,
        "cts_resized": 0,
        "cts.sinks": 3278,
        "cts_buffer_depth": 4,
        "cts_root_buf": "clkbuf_16",
        "cts_buffers": 375,
        "cts_hold_buffers": 0,
        "htreeDepth": 5,
    },
    "grt": {
        "grt_overflow_total": 50400,
        "grt_max_degree": 122,
        "grtUsageTotal": 0.707,
        "grt_pass1_wl_microns": 4180000,
        "grt_pass1_vias": 384000,
    },
    "die": {
        "initial_core_util": 0.302,
        "ioPinCount": 394,
        "std_cell_rows": 347,
        "die_h_microns": 950,
        "die_x_microns": 950,
    },
}
metrics by stage:
| stage | cells | area, sq um |
|---|---|---|
| 2_1_floorplan | 32900 | 270000 |
| 4_1_cts | 44400 | 307000 |
| 3_5_place_dp | 43700 | 295000 |
| 3_3_place_gp | 43700 | 295000 |
synthesized netlist by cell type (all sizes together), types with 105 or more instances:
master     n  area share
a31oi    155      0.0036
a221oi  1197       0.039
edfxtp  2434        0.27
o211ai   129      0.0036
a211oi  1715       0.048
nand2   2410       0.034
nor3     357      0.0070
o221ai   292      0.0095
clkbuf  3317       0.046
or4      105      0.0030
buf      620       0.012
dfrtp    844       0.078
nand4    683       0.016
a22o     823       0.027
o21ai    515      0.0096
xnor2    353       0.011
nor4     342      0.0090
a21oi   4437       0.082
a222oi   231      0.0086
o22ai    410      0.0095
mux2     287       0.012
nor2    4741       0.066
nand3    691       0.013
xor2     440       0.014
a22oi   1951       0.054
mux2i   2035       0.076
and3     149      0.0035
per-layer routing:
metal | overflow | GRT usage
met3 | 5273 | 0.627
met1 | 8627 | 0.702
met4 | 7520 | 0.634
met2 | 28300 | 0.823
met5 | 603 | 0.517
cell families after synthesis:
| group | count (synthesis) | synth area share |
|---|---|---|
| AOI/OAI and AO/OA | 12400 | 0.312 |
| muxes | 2323 | 0.0876 |
| DFF | 3278 | 0.349 |
| and+or+nand+nor | 10000 | 0.166 |
| adders and majority gates | 13 | 0.000594 |
| buffers and inverters | 4036 | 0.0591 |
| xor gates and xnor gates | 793 | 0.0258 |
