`/design/flow/config.mk`:
```
export PLATFORM = sky130hd
export DESIGN_NAME = functional_unit
export DESIGN_NICKNAME = functional_unit
export VERILOG_FILES = /design/flow/design.v
export SDC_FILE = /design/flow/constraint.sdc
export NUM_CORES = 4
export LEC_CHECK = 1
export CORE_UTILIZATION = 50
```
`/design/flow/constraint.sdc`:
```
current_design functional_unit

set clk_period 22.2
set clk_io_pct 0.2

create_clock -name clk0 -period $clk_period

set non_clock_inputs [all_inputs -no_clocks]
set_input_delay [expr $clk_period * $clk_io_pct] -clock clk0 $non_clock_inputs
set_output_delay [expr $clk_period * $clk_io_pct] -clock clk0 [all_outputs]
```
`/design/flow/design.v`:
```
module ALU(
    input [31:0] A,              
    input [31:0] B,              
    input [3:0] ALUControl,      
    output reg [31:0] Result,    
    output Zero                  
);
    assign Zero = (Result == 32'b0);
    always @(*) begin
        case (ALUControl)
            4'b0010: Result = A + B;        
            4'b0110: Result = A - B;        
            4'b0001: Result = A | B;        
            4'b0011: Result = A ^ B;        
            4'b0111: Result = A >>> B[4:0];  
				4'b1000: Result = B;
            default: Result = 32'b0;        
        endcase
    end
endmodule
module ALU_controller (
    input [1:0] ALUOp,       
    input [2:0] funct3,      
    input [6:0] funct7,     
    output reg [3:0] ALUControl,
	output reg MemSize
);
    always @(*) begin
        ALUControl = 4'b1111;
        MemSize = 0;  
        case (ALUOp)
            2'b00: begin 
                ALUControl = 4'b0010;  
					case (funct3)
                        3'b000: MemSize = 1'b0;  
                        3'b010: MemSize = 1'b1;  
                        default: MemSize = 1'b0;  
                    endcase
            end
            2'b01: begin 
                ALUControl = 4'b1000;  
            end
            2'b10: begin
                case (funct3)
                    3'b000: begin
                        if (funct7 == 7'b0000000)
                            ALUControl = 4'b0010;  
                        else if (funct7 == 7'b0100000)
                            ALUControl = 4'b0110;  
                        else
                            ALUControl = 4'b1111;
                    end
                    3'b100: ALUControl = 4'b0011;  
                    default: ALUControl = 4'b1111;
                endcase
            end
            2'b11: begin 
                case (funct3)
                    3'b000: ALUControl = 4'b0010;  
                    3'b110: ALUControl = 4'b0001;  
                    3'b100: ALUControl = 4'b0011;  
                    3'b101: ALUControl = 4'b0111;  
                    default: ALUControl = 4'b1111;
                endcase
            end
            default: ALUControl = 4'b1111; 
        endcase
    end
endmodule
module controller (
	input [6:0] opcode,
	output reg MemRead,
	output reg MemtoReg,
	output reg [1:0] ALUOp,
	output reg MemWrite,
	output reg ALUSrc,
	output reg RegWrite,
	output reg LoadUpper
);
	parameter R_TYPE = 7'b0110011;
	parameter I_TYPE = 7'b0010011;
	parameter S_TYPE = 7'b0100011;
	parameter U_TYPE = 7'b0110111;
	parameter LW_TYPE = 7'b0000011;
	always @(*) begin
		MemRead = 0;
		MemtoReg = 0;
		ALUOp = 2'b00;
		MemWrite = 0;
		ALUSrc = 0;
		RegWrite = 0;
		case (opcode)
			R_TYPE: begin
				ALUOp = 2'b10;  
				RegWrite = 1;   
			end
			I_TYPE: begin
				ALUOp = 2'b11;  
				ALUSrc = 1;     
				RegWrite = 1;   
			end
			S_TYPE: begin
				MemWrite = 1;   
				ALUSrc = 1;     
			end
			LW_TYPE: begin
				MemRead = 1;    
				MemtoReg = 1;   
				ALUSrc = 1;     
				RegWrite = 1;   
			end
			U_TYPE: begin
				ALUOp = 2'b01;  
				LoadUpper = 1;  
				RegWrite = 1;   
				ALUSrc = 1;
			end
			default: begin
			end
		endcase
	end
	endmodule
module functional_unit(
    input [138:0] issue_queue_entry,   
    input enable,
    output reg [31:0] result,          
    output reg zero_flag,              
    output reg [5:0] dest_reg,         
    output reg [5:0] rob_index,         
    output reg [31:0] store_data,
    output reg memWrite,
    output reg memRead,
    output reg memSize,
    output reg regWrite
);
    wire [2:0] funct3       = issue_queue_entry[138:136];
    wire [6:0] funct7       = issue_queue_entry[135:129];
    wire [6:0] opcode       = issue_queue_entry[128:122];
    wire [5:0] phys_rd      = issue_queue_entry[121:116];
    wire [5:0] phys_rs1     = issue_queue_entry[115:110];
    wire [31:0] phys_rs1_val = issue_queue_entry[109:78];
    wire [5:0] phys_rs2     = issue_queue_entry[77:72];
    wire [31:0] phys_rs2_val = issue_queue_entry[71:40];
    wire [31:0] immediate   = issue_queue_entry[39:8];
    wire [5:0] ROB_entry_index = issue_queue_entry[7:2];
    wire [1:0] FU_count     = issue_queue_entry[1:0];
    wire MemRead, MemtoReg, MemWrite, ALUSrc, RegWrite, LoadUpper;
    wire [1:0] ALUOp;
    wire [3:0] ALUControl;
    wire MemSize;
    wire [31:0] operand_b;
    wire [31:0] alu_result;
    wire zero;
    controller u_controller (
        .opcode(opcode),
        .MemRead(MemRead),
        .MemtoReg(MemtoReg),
        .ALUOp(ALUOp),
        .MemWrite(MemWrite),
        .ALUSrc(ALUSrc),
        .RegWrite(RegWrite),
        .LoadUpper(LoadUpper)
    );
    ALU_controller u_alu_controller (
        .ALUOp(ALUOp),
        .funct3(funct3),
        .funct7(funct7),
        .ALUControl(ALUControl),
        .MemSize(MemSize)
    );
    assign operand_b = ALUSrc ? immediate : phys_rs2_val;
    ALU u_alu (
        .A(phys_rs1_val),
        .B(operand_b),
        .ALUControl(ALUControl),
        .Result(alu_result),
        .Zero(zero)
    );
    always @(*) begin
		 if (enable) begin
            result = alu_result;
            zero_flag = zero;
            dest_reg = phys_rd;
            rob_index = ROB_entry_index;
            if (MemWrite)begin
                store_data = phys_rs2_val;
            end else begin
                store_data = 'd0;
            end
            memWrite = MemWrite;
            memRead = MemRead;
            memSize= MemSize;
            regWrite = RegWrite;
        end 
        else begin
            result = 'd0;
            zero_flag = 'd0;
            dest_reg = 'd0;
            rob_index = 'd0;
            store_data = 'd0;
            memWrite = 'd0;
            memRead = 'd0;
            memSize= 'd0;
            regWrite = 'd0;
        end
    end
endmodule
```
`/design/flow/run.sh`:
```
#!/bin/bash
# OpenROAD 26Q1-2900-gdf79404cd8, Yosys 0.63+post, stock flow scripts
make -C /OpenROAD-flow-scripts/flow DESIGN_CONFIG=/design/flow/config.mk WORK_HOME=/design/flow/orfs finish
```
==> flow_metrics.rpt <==
FLOW METRICS REPORT
----------------------------------------------------
[Run status]
  Result of the run ........................ completed

[Global route]
  Global-route wire length before repair ........................ 43800 um
  Vias in the first global route ........................ 8040
  Maximum number of pins on one net before global-route repair ........................ 35
  Antenna violations before repair ........................ 0
  GRT Util Overall ........................ 0.393
  Remaining global-route overflow ........................ 0

[Die]
  Height of the die ........................ 120 um
  Row Count ........................ 42
  Die Area ........................ 14300 um2
  Count of boundary I/O pins ........................ 221
  Core Density at Floorplan ........................ 0.517
  Width of the die ........................ 120 um
  Area inside the core boundary ........................ 13400 um2

[Power]
  Leakage power summed over all cells ........................ 3.70 nW
  Power per unit of standard cell area ........................ 26.1 nW/um2
  Tot Pwr ........................ 0.235 mW
  Worst-case vdd ir drop ........................ 0.0204 mV

[Route]
  Number of DRC violations after detailed-routing iteration 0 ........................ 711
  Detail Route Antenna Nets ........................ 0
  Wire length per cell ........................ 21.1 um
  Via count ........................ 8710
  Count of TritonRoute iterations in the first routing pass ........................ 6
  Count of inserted antenna diode cells ........................ 0
  Vias per inst ........................ 6.51
  Wire length after detailed routing ........................ 28200 um
  Post-detailed-route DRC marker count ........................ 0

[Timing]
  Slew at the pin closest to its max-slew limit ........................ 0.786 ns
  Post-layout period usage of the worst path ........................ 0.761
  Final TNS setup ........................ 0 ns
  Unrepaired setup endpoints after global routing ........................ false
  Count of final setup violators ........................ 0
  Maximum operating frequency ........................ 0.0592 GHz
  Relative slew margins ........................ 0.474
  Smallest hold slack ........................ 9.80 ns
  Tmin final ........................ 16.89 ns
  Final Hold Violating Endpoints ........................ 0
  Max Transition Viols Final ........................ 0

[Clock network]
  Quantity of hold-fixing buffers added after cts ........................ 0
  Number of setup buffers added after CTS ........................ 0
  Quantity of gates resized following cts ........................ 0

[Layout]
  Area grow syn2layout ........................ 30.1%
  Final non-filler cell total ........................ 1338
  Area taken by flip-flops and latches ........................ 0 um2
  Layout clock buffers ........................ 0
  Registers ........................ 0
  Fraction of final layout cells sized beyond drive strength 1 ........................ 0.0594
  Commonest non-fill, non-tap cell in the layout ........................ clkdlybuf4s50_1
  Dominant logic cell types in the final layout ........................ clkdlybuf4s50_1, nand2_1, nor2_1, and2_1
  Fill cells ........................ 1181

[Critical path]
  Crit end category ........................ output port
  Worst path arrival time ........................ 12.45 ns
  Maximum fanout encountered on the critical timing path ........................ 14
  CP Launch Type ........................ input pin
  Crit path from ........................ issue_queue_entry[124]
  Worst setup path class ........................ in2out
  CP Data Required Time ........................ 17.76 ns

[Place]
  HPWL after detailed placement ........................ 22700 um
  Count of buffers inserted at the top-level ports ........................ 207
  Cell count after placement ........................ 1338
  Routability cong. ........................ 1.05

[Logic synthesis]
  Number of different library cells in the post-synthesis netlist ........................ 101
  Count of mapped cells out of synthesis ........................ 995
  Yosys-reported design area after synthesis ........................ 6920 um2
  Cell total in the yosys stat output ........................ 995
  Tally of yosys warning messages ........................ 4
  Cell area after synthesis ........................ 6920 um2
  Per-instance average area after synthesis ........................ 6.96 um2
  Proportion of synthesized chip area in sequential cells ........................ 0

[Run]
  Number of OpenROAD warnings ........................ 49
  Reported max-cap violation count ........................ 0

[Hold path]
  Source of the worst hold timing path ........................ issue_queue_entry[116]
  Tightest Hold Check Type ........................ in2out

----------------------------------------------------
## per-layer routing
metal	share of wire	routed length, um	vias to the layer above	GRT usage
met5	0	0	-	0
met3	0.095	2680	105	0.0665
met1	0.39	11100	3968	0.492
met2	0.45	12800	493	0.649
met4	0.057	1620	0	0.198
li1	-	-	4144	-
## final timing paths
kind,end,slack (ns),depth (start not counted)
worst min-delay path,dest_reg[0],9.80,3
worst max-delay path,zero_flag,5.31,23
## through the flow
step	util	area [um2]	setup slack (ns)
after floorplan	-	6920	8.05
after global placement	0.672	9010	5.56
after detailed placement	0.672	9010	5.55
after CTS	0.672	9010	5.52
after global routing	0.672	9010	5.02
final	0.672	9010	5.31
## layout make-up
class                      count  area [um2]  share of cell area
inverter                      53         204              0.0226
multi-input combinational    884        6380               0.708
tap                          176         220              0.0244
timing repair buffer         225        2210               0.245
## Yosys cell counts (7+ instances only)
cell type  count  share of area
nand3_1       18          0.013
o211ai_1      17          0.018
xnor2_1       30          0.038
ha_1          65           0.12
o221ai_1       9          0.011
o21ai_0       44          0.032
nor3_1        24          0.017
o31ai_1        7         0.0076
and3_1         9         0.0081
buf_6         10          0.016
mux2i_1       63          0.091
nand4_1       13          0.012
and2_1        67          0.061
a221o_1        8          0.012
nand2_1       89          0.048
a31oi_1       17          0.015
xor2_1        26          0.033
a221oi_1      22          0.028
a22oi_1        8         0.0087
buf_2         11         0.0080
clkbuf_1      24          0.013
o21a_1         8         0.0087
a21boi_0       7         0.0076
o22ai_1       28          0.025
nor4_1         9         0.0081
inv_1         49          0.027
a211oi_1      16          0.017
a21oi_1       65          0.047
nor2_1        78          0.042
a21o_1         8         0.0087
## where the power goes
part / switching [mW] / total, mW / internal, mW
Combinational: 0.126 / 0.235 / 0.109
Clock: 0 / 0 / 0
Sequential: 0 / 0 / 0
## cell families (layout without fill, tap and decap cells)
kind of cell,count (synthesis),count (layout),share of synthesized area
XOR/XNOR,56,56,0.0708
multiplexers,73,73,0.112
adder cells (fa/ha/maj),66,66,0.120
buffers and inverters,111,278,0.0808
AND/OR/NAND/NOR,356,356,0.269
AND-OR/OR-AND,333,333,0.348
## critical path: stages
cell             delay, ns
clkdlybuf4s50_1       0.57
nand4bb_4             0.38
or3_4                 0.40
o21ai_4               0.20
or2b_2                0.46
nor2_1                0.63
buf_4                 0.37
a21oi_1               0.08
xnor2_1               0.14
ha_1                  0.36
a21o_1                0.24
a31oi_1               0.38
a2111oi_0             0.18
or3_1                 0.49
a21oi_1               0.58
a21oi_1               0.22
o21ai_0               0.18
nor3b_1               0.50
nand4_1               0.12
or4_1                 0.54
nor4_1                0.30
and4_1                0.23
clkdlybuf4s50_1       0.45
Power and IR drop assume default switching activity.
