File: /design/flow/config.mk
export PLATFORM = sky130hd
export DESIGN_NAME = pipeline_buffer_execute
export DESIGN_NICKNAME = pipeline_buffer_execute
export VERILOG_FILES = /design/flow/design.v
export SDC_FILE = /design/flow/constraint.sdc
export NUM_CORES = 4
export LEC_CHECK = 1
export CORE_AREA = 10 10 307 307
export DIE_AREA = 0 0 317 317
File: /design/flow/run.sh
#!/bin/bash
# OpenROAD 26Q1-2900-gdf79404cd8, Yosys 0.63+post, stock flow scripts
make -C /OpenROAD-flow-scripts/flow DESIGN_CONFIG=/design/flow/config.mk WORK_HOME=/design/flow/orfs finish
File: /design/flow/constraint.sdc
current_design pipeline_buffer_execute

set clk_period 1.5
set clk_io_pct 0.2

create_clock -name clk0 -period $clk_period [get_ports {clk}]

set non_clock_inputs [all_inputs -no_clocks]
set_input_delay [expr $clk_period * $clk_io_pct] -clock clk0 $non_clock_inputs
set_output_delay [expr $clk_period * $clk_io_pct] -clock clk0 [all_outputs]
File: /design/flow/design.v
module pipeline_buffer_execute (
    input clk,
    input reset_n,
	 input stall,
    input [242:0] data_in,
    output reg [242:0] data_out
);
    always @(posedge clk or negedge reset_n) begin
        if (!reset_n)
            data_out <= 243'd0;
		else if(stall) begin
			data_out <= data_out;
		end
        else begin
            data_out <= data_in;
        end
    end
endmodule
==> impl_metrics.tcl <==
# place-and-route summary
set metrics [dict create \
    finalClockPeriodUsage_pct 96.2 \
    p_total_mw 19.4 \
    power_leakage_nw 7.81 \
    openroad.warnings 25 \
    clock_path_buffers 3 \
    clockRootBuffer "clkbuf_16" \
    rows 108 \
    coreArea_sq_um 87200 \
    wire_per_inst_um 16.2 \
    power_density_nw_per_um2 1080 \
    slew_violations 0 \
    antenna_found_initial 9 \
    routabilityCongestion 0.826 \
    grt_pass1_vias 7558 \
    die_height_um 317 \
    cp_slowest_cell "dfrtp_1" \
    grt_overflow 0 \
    syn_area_sq_um 9720 \
    firstDrtPassIters 4 \
    top_regs "data_out (243)" \
    grt_util_all_layers_pct 7.17 \
    worst_setup_path_start_kind "flop" \
    yosys-top-cells-area "dfrtp_1, mux2_4, mux2_2" \
    tightestPinTransition_ns 0.392 \
    syn-instance-count 513 \
    initCoreUtil_pct 11.1 \
    p_int_mw 14.9 \
    drt-initial-drc-count 285 \
    syn_avg_cell_area_sq_um 18.9 \
    hold_violations 0 \
    cp_max_fo 2 \
    setup_viol 0 \
    top_cell_area_share_pct 62.6 \
    maxSlewHeadroom_pct 73.9 \
    layout-drive-gt1-share_pct 39.2 \
    status "finished clean" \
    cts_tree "yes" \
    totalWireLength_um 37400 \
    holdCritPathClass "in2reg" \
    tns_ns 0 \
    hpwl_um 27900 \
    period_minus_slack_ns 1.44 \
    cts.sinks 243 \
    ys.flops 243 \
    htree_levels 2 \
    worst-path-buf-inv 1 \
    ff2ff_setup_slack_ns 0.51 \
    path_delay_family "flip-flops" \
    ys_area_sq_um 9720 \
    setup.worst_path.class "reg2out" \
    arrival_ns 1.14 \
    viasPerCell 2.93 \
    grt_max_degree 48 \
    top_register "data_out" \
    ys_seq_share_pct 62.6 \
    largest_area_cell "dfrtp_1" \
    crit_path_cell_trace "dlygate4sd2_1" \
    clkPwrFrac_pct 43.2 \
    synthToLayoutAreaGrowth_pct 84.9 \
    largest_reg_flops 243 \
    numCtsBuffers 35 \
    clk_pin_slew_ns 0.06 \
    ys.warnings.count 1 \
    critPathRequiredTime_ns 1.20 \
    power.share.sequential_pct 39.1 \
    dieWidth_um 317 \
    grt_pass1_wl_um 53300 \
    cpPeakStageDelay_ns 0.37 \
    skew_ns 0 \
    ant_nets 0 \
    drc 0 \
    port_buffers 488 \
    power.combinational.fraction_pct 17.7 \
    power_switching_mw 4.56 \
    power.share.switching_pct 23.5 \
    vias 6771 \
    chip_area_sq_um 100000 \
    insertion_delay_ns 0.52 \
    pin_count 489 \
    fin_util_pct 20.6 \
    critPathCaptureType "primary output" \
    yosys_cells 513 \
    timing.fmax_ghz 0.693 \
    ir_worst_vdd_uv 824 \
    synth_cell_types 5 \
    drv_cap 0 \
]
[metal layers]
metal	vias up	global-route usage [%]	part of all wire, %
met1	3274	8.96	40
met4	8	1.34	2.3
met5	-	0	0.13
li1	3045	-	-
met2	389	10.8	44
met3	55	4.11	14
[power groups by stage]
stage / Clock (mW) / Sequential, mW / Combinational [mW]
5_1_grt: 9.03 / 7.69 / 3.71
6_report: 8.40 / 7.61 / 3.43
4_1_cts: 8.81 / 7.61 / 3.49
[logic make-up (layout without fill, tap and decap cells)]
group / after synthesis / count (layout) / share of synthesized area, %
muxes: 243 / 243 / 34.7
DFF: 243 / 243 / 62.6
buffers and inverters: 27 / 669 / 2.68
other: 0 / 1 / 0
[cells in the final DEF (no fill, tap or decap), types with 3 or more instances in the layout]
cell,count
buf_12,13
buf_16,3
buf_2,23
buf_4,104
bufinv_16,3
clkbuf_1,3
clkbuf_16,35
clkbuf_2,3
clkbuf_8,7
clkdlybuf4s15_1,201
clkdlybuf4s50_1,243
clkinvlp_4,5
dfrtp_1,239
dfrtp_2,4
dlygate4sd2_1,14
inv_6,4
mux2_2,73
mux2_4,170
[area by class of cell]
class | count | area [sq um]
Multi-Input combinational cell | 243 | 3370
Antenna cell | 1 | 2.50
Clock buffer | 45 | 983
Sequential cell | 243 | 6090
Tap cell | 1155 | 1450
Timing Repair Buffer | 610 | 5890
Clock inverter | 14 | 180
Fill cell | 9138 | 69200
[synthesized netlist by cell type (all sizes together)]
cell and count:
dfrtp 243, mux2 243, buf 27
[metrics by stage]
stage          instances  hold WS [ns]  setup slack [ns]  instance area, sq um
2_1_floorplan        513       0.00441             0.359                  9720
3_3_place_gp        2162         0.285             0.101                 16200
3_5_place_dp        2162         0.287            0.0978                 16200
4_1_cts             2306         0.240          0.000626                 17900
5_1_grt             2310         0.259          -0.00648                 18000
6_report            2311         0.277            0.0563                 18000
[final timing paths]
check                         startpoint            end  cells past startpoint
setup / recovery            data_out[82]   data_out[82]                      1
hold / removal                     stall  data_out[119]                      3
setup reg to reg           data_out[108]  data_out[108]                      3
hold reg to reg             data_out[37]   data_out[37]                      1
max in group asynchronous        reset_n  data_out[218]                      5
min in group asynchronous        reset_n  data_out[238]                      5
[repair_timing]
item	CTS	global route
setup buffers	79	4
cloned	0	0
endpoints found under the setup margin	243	23
gates resized	503	20
hold buffers	6	0
hold endpoints to repair	33	0
