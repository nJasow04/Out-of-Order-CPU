==> /design/flow/run.sh <==
#!/bin/bash
# OpenROAD 26Q1-2900-gdf79404cd8, Yosys 0.63+post, stock flow scripts
make -C /OpenROAD-flow-scripts/flow DESIGN_CONFIG=/design/flow/config.mk WORK_HOME=/design/flow/orfs finish
==> /design/flow/config.mk <==
export PLATFORM = sky130hd
export DESIGN_NAME = rename
export DESIGN_NICKNAME = rename
export VERILOG_FILES = /design/flow/design.v
export SDC_FILE = /design/flow/constraint.sdc
export NUM_CORES = 4
export LEC_CHECK = 1
export CORE_UTILIZATION = 30
==> /design/flow/constraint.sdc <==
current_design rename

set clk_period 13.5
set clk_io_pct 0.2

create_clock -name clk0 -period $clk_period [get_ports {clk}]

set non_clock_inputs [all_inputs -no_clocks]
set_input_delay [expr $clk_period * $clk_io_pct] -clock clk0 $non_clock_inputs
set_output_delay [expr $clk_period * $clk_io_pct] -clock clk0 [all_outputs]
==> /design/flow/design.v <==
module rename (
    input clk,
    input reset_n,
    input issue_valid,
    input [4:0] rs1,
    input [4:0] rs2,
    input [4:0] rd,
	 input retire_valid1,
	 input isStore,
	input [5:0] retire_phys_reg1,
	input retire_valid2,
	input [5:0] retire_phys_reg2,
	output reg [5:0] phys_rd,
	output reg [5:0] phys_rs1,
	output reg [5:0] phys_rs2,
	output reg [5:0] old_phys_rd,
	output reg [4:0] arch_reg,
	output reg free_list_empty,
	output reg rename_valid
);
	parameter NUM_PHYS_REGS = 64;
	reg [NUM_PHYS_REGS-1:0] free_list;
    reg [5:0] rename_alias_table [31:0];
	reg [5:0] prev_rd;
	reg prev_issue_valid;
	reg prev_retire_valid1;
	reg prev_retire_valid2;
	reg [5:0] prev_retire_phys_reg1;
	reg [5:0] prev_retire_phys_reg2;
    integer i;
    always @(*) begin
		phys_rd = 6'b111111;
		free_list_empty = 0;
		i=0;
		rename_valid = 0;
		phys_rs1=6'b111111;
		phys_rs2=6'b111111;
		old_phys_rd=6'b111111;
		arch_reg = 5'b11111;
		if (issue_valid)begin
			phys_rd = 6'b111111;
			free_list_empty = 0;
			if(isStore) begin
				phys_rd = 6'b111111;
				arch_reg = 5'b11111;
			end else begin
				for(i = 0; i < NUM_PHYS_REGS; i = i + 1) begin
						if (free_list[i] && phys_rd == 6'b111111) begin
							phys_rd = i[5:0];
						end
				end
			end
			if(phys_rd != 6'b111111 || isStore) begin
				rename_valid = 1'b1;
				phys_rs1 = rename_alias_table[rs1]; 
				phys_rs2 = rename_alias_table[rs2];
				if(!isStore)begin
				old_phys_rd = rename_alias_table[rd];
				arch_reg = rd;
				end
			end 
			else begin
				free_list_empty = 1'b1;
			end
		end
		if (retire_valid1) begin
			prev_retire_phys_reg1 = retire_phys_reg1;
			prev_retire_valid1=retire_valid1;
        end 
		else begin
			prev_retire_valid1=0;
		end
		if (retire_valid2) begin
				prev_retire_phys_reg2 = retire_phys_reg2;
				prev_retire_valid2 = retire_valid2;
		end 
		else begin
			prev_retire_valid2 = 0;
		end
    end
    always @(posedge clk or negedge reset_n) begin
        if (!reset_n) begin
				free_list <= {{NUM_PHYS_REGS-32{1'b1}}, {32{1'b0}}};
            for (i = 0; i < 32; i = i + 1) begin
					rename_alias_table[i] <= i;
            end
				prev_rd <= 6'b000000;
        end
        else begin
				prev_rd <= rd;
				prev_issue_valid<=issue_valid;
            if(prev_issue_valid && !free_list_empty&&!isStore) begin
                free_list[phys_rd] <= 1'b0;
               	rename_alias_table[rd] <= phys_rd;
            end
            if(prev_retire_valid1) begin
                free_list[prev_retire_phys_reg1] <= 1'b1;
            end
				if(prev_retire_valid2) begin
                free_list[prev_retire_phys_reg2] <= 1'b1;				 
            end
        end
	end
endmodule
==> results_slide.txt <==
Flow Results at a Glance

Synth
  • Count of library flops with an enable pin: 1
  • Library cells used by synthesis: 106
  • Largest area contributor in the netlist: dfrtp_1
  • Top-area cell share: roughly 19%
  • Synth Warn #: 2
  • Most frequently used cell type in the post-synthesis netlist: nor2_1
  • Avg Inst Size Synth: 9.14 sq um
  • Top area cell types: dfrtp_1 19%, dfstp_2 16%, mux2_2 9.4%
  • Number of cell instances after yosys synthesis: approximately 2000
  • Async set-or-reset flop fraction in the synthesized netlist: between 90% and 100%
  • Most common reg cell: dfrtp_1
  • Mapped Cells: around 2000
  • Commonest cells in the synthesized netlist: 196 x nor2_1, 155 x mux2_2, 144 x dfrtp_1, 132 x nand2_1, 112 x dfstp_2
  • Cell area after technology mapping: ~19000 sq um
  • Yosys reg bits: 269
  • Synthesized chip area reported by yosys: 18600 sq um

Floorplan
  • Placement row count: 91
  • Starting utilization of the core area: 30.3%
  • Area of the chip: 63100 sq um
  • Count of pins on the block boundary: 64
  • DIE WIDTH: 251 microns
  • Core area: 61600 sq um
  • Chip height: approximately 250 microns

Clock tree
  • Clock tree from TritonCTS: done
  • Deepest level of the CTS H-tree: 1
  • Setup repair bufs after CTS: 0
  • Cts-stage hold buffer count: 0
  • CTS clock-pin slew for the worst setup and hold paths: 60 ps
  • TritonCTS Buffers: 31
  • Clock Path Buffers: 3
  • Latest clock arrival within the worst-skew pair: 620 ps
  • CTS-repair resized insts: 0
  • Clock tree root buffer cell: clkbuf_16

Global route
  • Gr ovfl total: 0
  • First-pass GRT wire length: 141000 microns
  • Via count of the first global-routing pass: roughly 19000
  • Antenna violations before repair: 6
  • Global-route total usage across every layer: 32.1%
  • Largest net degree at the start of global routing: 79

Drt
  • First-pass iteration count of the detailed router: 6
  • Average wire per cell in the routed design: 33.5 microns
  • Final wirelength: just under 100000 microns
  • Final routed DRC violation total: 0
  • 1st-iter DRT viols: between 2000 and 2500
  • Antenna-violating nets left: 0
  • Total antenna diodes in the routed design: 0
  • Routed vias/inst: 6.53
  • Via total after detailed routing: 19400

Critical path
  • Crit start category: flop
  • Data arrival at the endpoint of the critical path: 9040 ps
  • Critical setup path kind: flop to output port
  • Data required time at the worst endpoint: 10800 ps
  • Endpoint type of the worst setup path: output port
  • Max FO, Critical Path: 14

Power and ir drop
  • Power per unit of standard cell area: approximately 130 nW/um^2
  • Static leakage power: 8.00 nW
  • Peak VDD IR: 0.000105 V

Final layout
  • P&R area growth vs syn: 16.7%
  • Layout cell share with drive strength beyond 1: 24.1%
  • Post-layout instance area: 21700 sq um

Final timing
  • Period utilisation layout: 87.0%
  • RSZ-0062 raised after global routing: no
  • Number of unconstrained endpoints: 12
  • Setup Viol. Count Final: 0
  • Final Max Slew Viols: 0
  • Headroom to the max-slew limit: 29.8%
  • Slew of the pin with the lowest slew margin: 1050 ps
  • Clock period minus worst slack: ~12000 ps
  • Sum of negative setup slack: 0 ps
  • Maximum achievable frequency: 85.1 MHz
  • Number of hold violations in the final report: 0
  • Number of register pins that no clock reaches: 12
  • Final Skew: 45.8 ps

Placed design
  • Final RePlAce weighted congestion: roughly 1.1
  • DP Wirelength: 73400 microns
  • Cell area after placement: 20600 sq um
  • Count of buffers from port buffering: 63

Job
  • Number of OpenROAD warnings: 34
  • Max cap viols: 0

Run status
  • Outcome: complete, no violations

Hold path
  • Tightest Hold Check Type: flop to flop
## report_power, final
group          internal, mW  switching, mW
logic                 0.271          0.380
clock network         0.572          0.373
registers             0.997          0.302
total                  1.84           1.05
## worst paths after layout
kind                                               from                              endpoint  slack [ps]  cells after the start
min in group asynchronous                       reset_n               free_list[13]$_DFF_PN0_        2090                      1
worst min-delay path            free_list[59]$_DFF_PN1_               free_list[59]$_DFF_PN1_         510                      2
worst max register to register   free_list[2]$_DFF_PN0_               free_list[30]$_DFF_PN0_        3780                     28
worst max-delay path             free_list[2]$_DFF_PN0_                           arch_reg[4]        1760                     25
worst min register to register  free_list[59]$_DFF_PN1_               free_list[59]$_DFF_PN1_         510                      2
max in group asynchronous                       reset_n  rename_alias_table[8][1]$_DFFE_PN0P_        9630                      3
## per-stage QoR
| step | power, mW | setup WS, ps | hold slack (ps) | cells | utilization, % |
|---|---|---|---|---|---|
| final | 2.89 | 1760 | 508 | 2971 | 35.3 |
| after global routing | 3.00 | 1190 | 531 | 2971 | 35.3 |
| after CTS | 2.88 | 1940 | 510 | 2971 | 35.3 |
| after detailed placement | 1.93 | 2610 | 500 | 2914 | 33.5 |
| after global placement | 1.93 | 2720 | 496 | 2914 | 33.5 |
| after floorplan | 1.56 | 4540 | 478 | 2039 | - |
## logic make-up (layout without fill, tap and decap cells)
group | Yosys count | after routing | synth area share [%]
XOR/XNOR | 7 | 7 | 0.329
AND/OR/NAND/NOR | 715 | 715 | 20.3
buffers and inverters | 154 | 249 | 3.36
multiplexers | 211 | 211 | 12.8
adder cells (fa/ha/maj) | 12 | 12 | 0.806
flip-flops | 257 | 257 | 35.3
latches | 12 | 12 | 0.967
AND-OR/OR-AND | 671 | 671 | 26.2
## sequential cells by signal, indices dropped and copies added (netlist names)
signal	count
rename_alias_table	192
prev_issue_valid	1
free_list	64
prev_retire_phys_reg1	6
prev_retire_phys_reg2	6
## cell usage in the layout (no fill, tap or decap), types with 27 or more instances in the layout
cell / netlist / final
mux2_1: 47 / 47
a22o_1: 63 / 63
dfrtp_1: 144 / 144
nor3_1: 64 / 63
o22ai_1: 86 / 86
nand2_1: 132 / 132
buf_4: 2 / 102
a21oi_1: 104 / 104
dfstp_2: 112 / 112
a22oi_1: 101 / 101
mux2_2: 155 / 155
nand3_1: 66 / 66
nor3_2: 30 / 30
nor2_1: 196 / 196
o21ai_0: 47 / 47
a31oi_1: 44 / 44
a221oi_1: 51 / 51
clkdlybuf4s50_1: 0 / 60
clkbuf_16: 0 / 31
inv_1: 27 / 27
nand4_1: 40 / 40
## critical path, stage by stage (launching register included)
cell and delay [ps]:
dfrtp_1 470, or4_4 580, nor2_2 180, o211a_4 240, o211ai_1 210, nor2_1 760, nand4_1 340, nand4_2 250
nand2_1 160, nor4_2 530, or2_1 350, nor3_1 140, o211a_1 370, a311oi_4 650, a31oi_1 280, o2111ai_1 350
nand3_4 120, nor3_2 310, a31oi_1 230, a21oi_2 410, o21a_1 200, buf_4 270, nor2b_1 180, buf_4 280
nand2b_1 90, clkdlybuf4s50_1 490
## routing by layer
layer / vias to the layer above / global-route usage, % / wire length [microns]
met4: 10 / 13.5 / 5450
met5: - / 0 / 60
met1: 9575 / 45.7 / 41100
met3: 346 / 14.2 / 13600
li1: 8141 / - / -
met2: 1331 / 42.7 / 39200
## final cells by class
cell class | count | area (sq um)
clock buffers | 35 | 821
clock inverters | 22 | 317
fillers | 6174 | 39900
inverters | 27 | 101
multi-input cells | 1616 | 11300
flip-flops and latches | 269 | 6760
well taps | 837 | 1050
repair buffers | 165 | 1390
Power figures rest on the tool's default switching activity, not on a simulated workload.
