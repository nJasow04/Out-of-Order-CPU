===== design/flow/design.v =====
module reg_file(
    input clk,
    input reset_n,
    input [4:0] rs1,          
    input [4:0] rs2,          
    input [4:0] rd1,          
    input [31:0] rd1_data,    
    input RegWrite1,          
    input [4:0] rd2,          
    input [31:0] rd2_data,    
    input RegWrite2,          
    output reg [31:0] rs1_data,  
    output reg [31:0] rs2_data   
);
    reg [31:0] registers [0:31];
    reg prev_RegWrite1;
    reg prev_RegWrite2;
    always @(*) begin
        rs1_data = (rs1 == 5'b00000) ? 32'b0 : registers[rs1];  
        rs2_data = (rs2 == 5'b00000) ? 32'b0 : registers[rs2];  
		if(RegWrite1)begin
			prev_RegWrite1 = RegWrite1;
		end else 
        begin
			prev_RegWrite1 = 0;
		end
		if(RegWrite2)begin
				prev_RegWrite2 = RegWrite2;
		end 
        else begin
			prev_RegWrite2 = 0;
		end
    end
    integer i;
    always @(posedge clk or negedge reset_n) begin
        if (!reset_n) begin
            for (i = 0; i < 32; i = i + 1) begin
                registers[i] = 32'd0;
            end
        end
        else begin
            if (prev_RegWrite1 && (rd1 != 5'b00000)) begin
                registers[rd1] <= rd1_data;  
            end
            if (prev_RegWrite2 && (rd2 != 5'b00000)) begin
                registers[rd2] <= rd2_data;  
            end
        end
    end
endmodule

===== design/flow/run.sh =====
#!/bin/bash
# OpenROAD 26Q1-2900-gdf79404cd8, Yosys 0.63+post, stock flow scripts
make -C /OpenROAD-flow-scripts/flow DESIGN_CONFIG=/design/flow/config.mk WORK_HOME=/design/flow/orfs finish

===== design/flow/config.mk =====
export PLATFORM = sky130hd
export DESIGN_NAME = reg_file
export DESIGN_NICKNAME = reg_file
export VERILOG_FILES = /design/flow/design.v
export SDC_FILE = /design/flow/constraint.sdc
export NUM_CORES = 4
export LEC_CHECK = 1
export CORE_UTILIZATION = 30

===== design/flow/constraint.sdc =====
current_design reg_file

set clk_period 11.0
set clk_io_pct 0.2

create_clock -name clk0 -period $clk_period [get_ports {clk}]

set non_clock_inputs [all_inputs -no_clocks]
set_input_delay [expr $clk_period * $clk_io_pct] -clock clk0 $non_clock_inputs
set_output_delay [expr $clk_period * $clk_io_pct] -clock clk0 [all_outputs]

==> flow_results.xml <==
<?xml version="1.0" encoding="UTF-8"?>
<metrics>
  <group name="synth">
    <metric name="post_synth_most_frequent_cells" unit="">1405 x sky130_fd_sc_hd__a22oi_1, 992 x sky130_fd_sc_hd__dfrtp_1, 804 x sky130_fd_sc_hd__nand2_1, 620 x sky130_fd_sc_hd__a21oi_1, 597 x sky130_fd_sc_hd__nor2_1</metric>
    <metric name="yosys.stat.chipArea" unit="µm²">57700</metric>
    <metric name="ys_cells" unit="">6698</metric>
    <metric name="area_leaders" unit="">sky130_fd_sc_hd__dfrtp_1 43%, sky130_fd_sc_hd__a22oi_1 18%, sky130_fd_sc_hd__mux2i_1 6.5%</metric>
    <metric name="tally_of_yosys_warning_messages" unit="">2</metric>
    <metric name="mappedNetlistArea" unit="µm²">57700</metric>
    <metric name="post_synthesis_cell_count" unit="">6698</metric>
    <metric name="ys.flop_type" unit="">sky130_fd_sc_hd__dfrtp_1</metric>
    <metric name="edf_count" unit="">0</metric>
    <metric name="yosys.area.top_type_share" unit="">0.430</metric>
    <metric name="yosys.cell_count.top_type" unit="">sky130_fd_sc_hd__a22oi_1</metric>
    <metric name="avgSynthCellArea" unit="µm²">8.62</metric>
    <metric name="seq_area_frac_synth" unit="">0.430</metric>
    <metric name="post_synth_num_cell_types" unit="">64</metric>
    <metric name="synth-seq-cells" unit="">992</metric>
    <metric name="synthArstFlopShare" unit="">1.00</metric>
    <metric name="top_area_cell" unit="">sky130_fd_sc_hd__dfrtp_1</metric>
  </group>
  <group name="layout">
    <metric name="nFillCells" unit="">19200</metric>
    <metric name="layout.cells.non_filler" unit="">9237</metric>
    <metric name="largest_register_ffs" unit="">992</metric>
    <metric name="layout.area.comb" unit="µm²">30200</metric>
    <metric name="biggestRegsByFlops" unit="">registers (992)</metric>
    <metric name="top_register" unit="">registers</metric>
    <metric name="final_layout_size_suffix_gt1_frac" unit="">0.113</metric>
    <metric name="area_growth_syn_to_layout" unit="%">16.0</metric>
    <metric name="seqCellArea" unit="µm²">24800</metric>
  </group>
  <group name="route">
    <metric name="num_vias" unit="">66300</metric>
    <metric name="drtPass1Iterations" unit="">10</metric>
    <metric name="detail_route.wirelength" unit="µm">446000</metric>
    <metric name="drt.antenna.violating_nets" unit="">0</metric>
    <metric name="detail_route.wl_per_cell" unit="µm">48.3</metric>
    <metric name="post_drt_via_cell_ratio" unit="">7.17</metric>
    <metric name="detail_route.iter0.violations" unit="">9444</metric>
    <metric name="post-route-drc-count" unit="">0</metric>
  </group>
  <group name="flow_run">
    <metric name="openroad.warnings" unit="">31</metric>
    <metric name="max_cap_viol_count" unit="">0</metric>
  </group>
  <group name="cts">
    <metric name="tritoncts" unit="">done</metric>
    <metric name="clock_sink_count" unit="">992</metric>
    <metric name="longest_clk_path_bufs" unit="">3</metric>
    <metric name="post_cts_buffers" unit="">0</metric>
    <metric name="cts_root_buf" unit="">sky130_fd_sc_hd__clkbuf_16</metric>
    <metric name="clkTransAtPathRegs" unit="ns">0.06</metric>
    <metric name="cts.htree.levels" unit="">3</metric>
    <metric name="cts-buffers-inserted" unit="">119</metric>
    <metric name="clk-insertion-delay-late" unit="ns">0.80</metric>
    <metric name="post_cts_resized" unit="">0</metric>
    <metric name="hold_buffers" unit="">0</metric>
  </group>
  <group name="place">
    <metric name="buffer_ports.inserted" unit="">151</metric>
    <metric name="hpwl" unit="µm">273000</metric>
    <metric name="placed_instances" unit="">8950</metric>
    <metric name="gpl.final_weighted_congestion" unit="">1.10</metric>
  </group>
  <group name="final_timing">
    <metric name="finalHoldViolations" unit="">0</metric>
    <metric name="shortest_clock_period_the_worst_path_allows_after_layout" unit="ns">9.14</metric>
    <metric name="timing.max_slew.rel_slack" unit="">0.232</metric>
    <metric name="clock.fmax" unit="MHz">109</metric>
    <metric name="finalClockSkew" unit="ns">0</metric>
    <metric name="worst_hold_slack" unit="ns">0.593</metric>
    <metric name="worst-slew-pin-transition" unit="ns">1.15</metric>
    <metric name="timing.final.crit_share" unit="">0.831</metric>
    <metric name="totalNegativeSetupSlack" unit="ns">0</metric>
    <metric name="slew_viol_final" unit="">0</metric>
    <metric name="rsz0062_at_grt" unit="">false</metric>
    <metric name="setup_violations" unit="">0</metric>
  </group>
  <group name="critical_path">
    <metric name="critPathCaptureType" unit="">output port</metric>
    <metric name="critical_path.cell_chain" unit="">buf_4, buf_4, nand3b_1, nor2_4, buf_4, a22oi_1, and4_1, a31oi_1, clkdlybuf4s50_1</metric>
    <metric name="crit_path_frequent_cell" unit="">sky130_fd_sc_hd__buf_4</metric>
    <metric name="critical-path-slowest-cell" unit="">sky130_fd_sc_hd__nor2_4</metric>
    <metric name="r2r_end" unit="">registers[16][6]</metric>
    <metric name="timing.critical_path.max_delay_family" unit="">buffers and inverters</metric>
    <metric name="critical_path.reg2reg.startpoint" unit="">registers[16][6]</metric>
    <metric name="cp-start-kind" unit="">primary input</metric>
    <metric name="timing.critical_path.required" unit="ns">8.80</metric>
    <metric name="crit_fanout" unit="">32</metric>
    <metric name="critical_path_buf_inv_count" unit="">4</metric>
    <metric name="worst_ep_arrival_time" unit="ns">6.94</metric>
    <metric name="worst-r2r-cell-count" unit="">2</metric>
    <metric name="critical_path.max_stage_delay" unit="ns">0.76</metric>
    <metric name="regToRegSetupSlack" unit="ns">9.90</metric>
    <metric name="critPathKind" unit="">primary input to output port</metric>
  </group>
  <group name="power">
    <metric name="power_density" unit="nW/µm²">186</metric>
    <metric name="totalPowerFinal" unit="mW">12.4</metric>
    <metric name="power.ir.vdd_worst" unit="µV">165</metric>
    <metric name="power.static_leakage" unit="nW">28.4</metric>
  </group>
  <group name="die">
    <metric name="initial_core_util" unit="">0.303</metric>
    <metric name="io_pins" unit="">152</metric>
    <metric name="die-area" unit="µm²">194000</metric>
    <metric name="coreArea" unit="µm²">191000</metric>
    <metric name="die_width" unit="µm">441</metric>
    <metric name="rows" unit="">160</metric>
    <metric name="die-height" unit="µm">441</metric>
  </group>
  <group name="grt">
    <metric name="grt_residual_overflow" unit="">0</metric>
    <metric name="global_route_wire_length_before_repair" unit="µm">583000</metric>
    <metric name="globalRouteTotalUtil" unit="">0.465</metric>
    <metric name="grt_start_max_net_pins" unit="">106</metric>
    <metric name="antenna_violations_before_repair" unit="">42</metric>
    <metric name="grt_pass1_vias" unit="">61600</metric>
  </group>
  <group name="min_path">
    <metric name="min_from" unit="">registers[27][12]</metric>
    <metric name="min-delay-path-class" unit="">register to register</metric>
    <metric name="hold_end" unit="">registers[27][12]</metric>
    <metric name="worst_hold_path.num_cells" unit="">2</metric>
  </group>
  <group name="run_status">
    <metric name="run_status" unit="">complete, no violations</metric>
  </group>
</metrics>
## cell type report
type | instances | share of cell area
multi-input combinational | 4916 | 0.451
sequential | 992 | 0.371
timing repair buffer | 524 | 0.0664
clock buffer | 174 | 0.0523
tap | 2511 | 0.0469
clock inverter | 46 | 0.00970
antenna | 67 | 0.00250
inverter | 7 | 0.000392
## cells by family (layout without fill, tap and decap cells)
group,count (synthesis),after routing,synth area share
muxes,382,382,0.0666
AOI/OAI and AO/OA,2740,2740,0.308
DFF,992,992,0.430
other,0,67,0
buffers and inverters,790,751,0.0622
and+or+nand+nor,1794,1794,0.133
## layout by cell type (no fill, tap or decap), types with 13 or more instances in the layout
cell type | Yosys | routed
sky130_fd_sc_hd__o21ai_0 | 360 | 360
sky130_fd_sc_hd__nor2_1 | 597 | 516
sky130_fd_sc_hd__buf_4 | 20 | 362
sky130_fd_sc_hd__o21ai_1 | 198 | 198
sky130_fd_sc_hd__a21oi_1 | 620 | 620
sky130_fd_sc_hd__nand2_1 | 804 | 776
sky130_fd_sc_hd__nand3b_1 | 14 | 14
sky130_fd_sc_hd__a22o_1 | 19 | 19
sky130_fd_sc_hd__clkinv_2 | 0 | 20
sky130_fd_sc_hd__clkbuf_8 | 0 | 32
sky130_fd_sc_hd__nor3_1 | 66 | 61
sky130_fd_sc_hd__nand4_1 | 86 | 86
sky130_fd_sc_hd__diode_2 | 0 | 67
sky130_fd_sc_hd__clkbuf_1 | 512 | 23
sky130_fd_sc_hd__dfrtp_1 | 992 | 992
sky130_fd_sc_hd__nand2_2 | 10 | 25
sky130_fd_sc_hd__clkbuf_16 | 0 | 119
sky130_fd_sc_hd__mux2i_1 | 376 | 376
sky130_fd_sc_hd__a222oi_1 | 35 | 35
sky130_fd_sc_hd__nor2_4 | 1 | 99
sky130_fd_sc_hd__and2_1 | 17 | 17
sky130_fd_sc_hd__a22oi_1 | 1405 | 1405
sky130_fd_sc_hd__nand3_1 | 60 | 59
sky130_fd_sc_hd__clkdlybuf4s50_1 | 0 | 142
sky130_fd_sc_hd__a31oi_1 | 21 | 21
sky130_fd_sc_hd__nor4_1 | 31 | 31
sky130_fd_sc_hd__a32oi_1 | 28 | 28
sky130_fd_sc_hd__nand2_4 | 0 | 13
sky130_fd_sc_hd__nand2b_1 | 18 | 18
sky130_fd_sc_hd__buf_12 | 0 | 13
## through the flow
step | instance area, µm² | util | setup slack (ns)
after floorplan | 57700 | - | 5.22
after global placement | 62600 | 0.329 | 2.23
after detailed placement | 62600 | 0.329 | 2.24
after CTS | 66800 | 0.350 | 2.23
after global routing | 66800 | 0.350 | 2.08
final | 66900 | 0.351 | 1.86
## per-layer routing
layer  track usage  wire [µm]  vias to the layer above
met5        0.0390        707                        -
met4         0.373      45600                       38
met3         0.291      71100                     2337
met2         0.598     174000                     6628
met1         0.541     154000                    32500
li1              -          -                    24700
## worst register-to-register path, cell delays in order, from the launching register on
cell	delay, ns
sky130_fd_sc_hd__dfrtp_1	0.69
sky130_fd_sc_hd__mux2i_1	0.15
sky130_fd_sc_hd__o21ai_0	0.19
## where the power goes
group | internal (mW) | leakage [nW] | switching, mW
Clock | 2.49 | 2.05 | 1.85
Sequential | 4.59 | 12.2 | 1.20
Combinational | 0.976 | 14.1 | 1.32
## worst max-delay path by stage
stage	startpoint	end	slack, ns	cells after the start
CTS	rs1[1]	rs1_data[8]	2.23	10
global route	rs1[1]	rs1_data[28]	2.08	10
finish	rs2[0]	rs2_data[14]	1.86	9
Power is estimated from default activity; no workload was simulated.
